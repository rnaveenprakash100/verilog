$ cat run.sh
#!/bin/bash
# OpenROAD 26Q1-2900-gdf79404cd8, Yosys 0.63+post, stock flow scripts
make -C /OpenROAD-flow-scripts/flow DESIGN_CONFIG=/design/flow/config.mk WORK_HOME=/design/flow/orfs finish
$ cat config.mk
export PLATFORM = sky130hd
export DESIGN_NAME = SIPO_LS_register
export DESIGN_NICKNAME = SIPO_LS_register
export VERILOG_FILES = /design/flow/design.v
export SDC_FILE = /design/flow/constraint.sdc
export NUM_CORES = 4
export LEC_CHECK = 1
export CORE_AREA = 10 10 70 70
export DIE_AREA = 0 0 80 80
$ cat constraint.sdc
current_design SIPO_LS_register

set clk_period 1.0
set clk_io_pct 0.2

create_clock -name clk0 -period $clk_period [get_ports {clk}]

set non_clock_inputs [all_inputs -no_clocks]
set_input_delay [expr $clk_period * $clk_io_pct] -clock clk0 $non_clock_inputs
set_output_delay [expr $clk_period * $clk_io_pct] -clock clk0 [all_outputs]
$ cat design.v
module SIPO_LS_register(input clk,rst,preset,s_in,output reg [3:0] p_out);
  reg [3:0]shift_reg;
  reg [2:0]count;
  always@(posedge clk) begin
    if(rst) begin
      shift_reg<=4'b0000;
      count<=0;
      p_out<=0;
    end
    else if (preset) begin
    shift_reg<=4'b1111;
    count<=0;
    p_out<=0;
    end
    else   begin
      shift_reg<={shift_reg[3:1],s_in};
      count<=count+1;
      if(count==3)
         p_out<={shift_reg[3:1],s_in};
    end
  end
endmodule
==> results.txt <==
From the run reports.

- For this run, the final setup violation count is recorded as 0.
- The quantity of hold-fixing buffers added after cts reads 0.
- The main combinational cell family by area after synthesis is simple AND/OR/NAND/NOR gates.
- Looking at the reg2reg group, the worst path ends at p_out[0].
- Before antenna repair, the detailed router went through 2 iterations.
- The portion of synthesized cell area occupied by the leading cell type is 54.9%.
- The die width is 80 µm.
- The clock period minus worst slack is 0.988 ns.
- The post-synth tally of flip-flops with integrated enable reads 0.
- The number of CTS-inserted buffers reads 3.
- The worst-case clock buffer depth reads 2.
- The met1 layer wirelength in the final routing reads 198 µm.
- At the later pin of the worst-skew pair, clock insertion delay measures 0.24 ns.
- The ratio of final minimum period to clock period is 98.8%.
- Counting instances, the worst hold path has a depth of 1.
- Ranked by total cell area, the synthesized netlist is headed by sky130_fd_sc_hd__dfxtp_1 (55%), sky130_fd_sc_hd__ha_1 (11%), sky130_fd_sc_hd__mux2i_1 (9.1%), sky130_fd_sc_hd__nor3_1 (9.1%), sky130_fd_sc_hd__buf_4 (6.9%).
- CTS built an H-tree with a depth of 1.
- The required time reported for the critical path endpoint reads 1.13 ns.
- The startpoint of the worst-slack reg-to-reg timing path is count[1].
- The total I/O pin count is 8.
- The number of standard cells in the layout, taps in and fillers out reads 76.
- The endpoint of the worst hold-timing path reads count[0].
- The initial antenna violation count reads 0.
- The synthesized-area fraction occupied by ao, oa, aoi and oai cells is 0%.
- The launch point of the worst hold path reads count[0].
- The xor and xnor area share after synthesis reads 0%.
- The yosys-reported design area after synthesis reads 219 µm².
- The fraction of synthesized area in multiplexers reads 9.14%.
- The repair_antennas step left the layout with diodes totalling 0.
- Detailed routing placed a total of 108 µm of wire on met3.
- The number of global-route vias before repair came to 191.
- The clock tree skew after final layout is 0.00861 ns.
- The max-capacitance violation count reads 0.
- The final timing report gives a worst setup slack of 0.0118 ns.
- In the floorplan report the effective utilization is 6.41%.
- Per the post-synthesis stats, the area per cell is 10.9 µm².
- The report lists the number of standard-cell rows as 21.
- The run finished with clean final reports.
- The total cells reported by yosys after synthesis reads 20.
- Counting flops with an async set or reset pin after synthesis yields a share of 0%.
- The layout overhead on the synthesized area reads 91.4%.
- The highest net fanout along the worst path reads 2.
- For the worst flop-to-flop path, the logic depth is 4.
- The instance count after placement with tap cells included is 71.
- For this design the static power due to leakage is 0.140 nW.
- The tally of unique sky130hd cells used after synthesis reads 8.
- The sequential cell area fraction in the yosys report is 54.9%.
- Once synthesis finished, the tally of register bits stood at 6.
- The cell type that accounts for the most area after synthesis is sky130_fd_sc_hd__dfxtp_1.
- The maximum clock rate reads 1010 MHz.
- The most used standard cell by instance count after synthesis is sky130_fd_sc_hd__dfxtp_1.
- The maximum number of pins on one net before global-route repair is 7.
- The synthesis run shows the most used standard cells to be sky130_fd_sc_hd__dfxtp_1 (6), sky130_fd_sc_hd__nor3_1 (4).
- The worst supply voltage drop on vdd reads 0.000248 V.
- The relative max-transition margin is 83.9%.
- The final total negative setup slack is 0 ns.
- The die outline height is 80 µm.
- The critical path startpoint category is a flip-flop.
- The arrival time of the worst setup path reads 1.12 ns.
- The global-route total usage across every layer is 1.90%.
- The aggregate global routing overflow is 0.
- TritonCTS built the clock tree.
- The total area inside the core boundary comes to 3420 µm².
- The worst-case register-to-register setup slack reads 0.01 ns.
- The post-placement worst setup slack reads -0.0697 ns.
- The number of clock sinks is 6.
- The routed layout has 181 vias.
- The measured slew at the worst slew-check pin is 0.241 ns.
- The critical path endpoint category reads a flip-flop.
- The count of mapped cells out of synthesis reads 20.
- The class of the worst hold path is flip-flop to flip-flop.
- The number of DRC markers in iteration 0 is 22.
- The detail route stage leaves a number of antenna-violating nets equal to 0.
- Input and output buffers added on the ports amount to 7.
- The half-perimeter wire length after detailed placement reads 406 µm.
- Setup repair after global routing could not meet its margin everywhere.
- The final instance area is 419 µm².
- The number of warnings the tools reported is 27.
- The highest metal layer used by the detailed router reads met3.
- The final number of max-transition violations is 0.
- Wire segments on met2 add up to 272 µm in the final route.
- The post-placement cell area is 332 µm².
- The fraction of final layout cells with drive strength greater than 1 reads 53.3%.
- The area fraction in full adders, half adders and majority gates reads 11.4%.
- Wires add up to 579 µm.
- The root buffer selected by CTS is sky130_fd_sc_hd__clkbuf_4.
- The clock transition at the registers of the reported paths is 0.05 ns.
- The first-pass GRT wire length reads 876 µm.
- The total standard cell area after synthesis reads 219 µm².
- The dominant register cell in the synthesized netlist reads sky130_fd_sc_hd__dfxtp_1.
- The design draws 0.503 mW.
- The flip-flop count of the largest register, all copies and words added reads 3.
- The simple-gate area share of the yosys netlist reads 16.0%.
- After detailed routing, the average wire length per cell comes to 7.62 µm.
- The number of warnings printed during yosys synthesis is 1.
- The via-per-instance ratio reads 2.38.
- The classification of the worst setup path is flip-flop to flip-flop.
- The power density relative to cell area is 1200 nW/µm².
- The weighted congestion at the end of routability-driven global placement is 0.644.
- The number of remaining DRC errors reads 0.
- The final hold violation count reads 0.
- In this run the full chip footprint comes out at 6400 µm².
[power by group]
part | internal (mW) | leakage [nW] | switching, mW | total [mW]
sequential | 0.248 | 0.0508 | 0.00486 | 0.253
clock | 0.135 | 0.0138 | 0.0834 | 0.219
combinational | 0.0185 | 0.0751 | 0.0130 | 0.0315
total | 0.402 | 0.140 | 0.101 | 0.503
[layout make-up]
cell class / count / area, µm²
inverter: 1 / 3.75
clock buffer: 3 / 22.5
sequential: 6 / 125
fill: 388 / 3000
tap: 46 / 57.6
multi-input combinational: 11 / 114
timing repair buffer: 9 / 96.3
[critical path, stage by stage, from the launching register on]
cell	delay, ns
sky130_fd_sc_hd__dfxtp_2	0.33
sky130_fd_sc_hd__ha_4	0.14
sky130_fd_sc_hd__ha_4	0.13
sky130_fd_sc_hd__mux2i_2	0.22
sky130_fd_sc_hd__nor3_2	0.05
[stage by stage]
stage | hold slack, ns | util (%)
finish | 0.426 | 12.3
global route | 0.447 | 12.3
CTS | 0.401 | 11.0
detailed placement | 0.416 | 9.71
global placement | 0.412 | 9.71
floorplan | 0.271 | -
[how the worst max path moves through the flow]
stage	from	cells past startpoint	endpoint
finish	count[1]	4	p_out[0]
global route	count[0]	4	p_out[0]
CTS	p_out[1]	2	p_out[1]
[layer usage]
layer,up-vias,GRT usage [%]
met3,0,2.50
met5,-,0
li1,87,-
met1,86,1.67
met2,8,2.65
met4,0,0.352
[repair_timing]
| item | CTS | global route |
|---|---|---|
| pin swaps | 1 | 0 |
| setup buffers | 2 | 0 |
| setup endpoints to repair | 7 | 7 |
| gates resized | 15 | 11 |
[layout by cell type, fill, tap and decap left out, drive strengths merged]
cell / netlist / routed
ha: 2 / 2
mux2i: 2 / 2
dfxtp: 6 / 6
nor3b: 1 / 1
nor3: 4 / 4
inv: 1 / 1
clkdlybuf4s50: 0 / 3
clkdlybuf4s15: 0 / 1
clkbuf: 0 / 3
nor2: 2 / 2
buf: 2 / 5
[cells by family after synthesis]
logic type / count (synthesis)
fa+ha+maj: 2
buf+inv: 3
flops: 6
mux: 2
simple gates: 7
Power is estimated from default activity; no workload was simulated.
