--- design/flow/design.v ---
module d_ff (input clk,rst,d,output reg q);
  always@(posedge clk) begin
    if(rst)
      q<=0;
    else
      q<=d;
  end
endmodule
module PIPO_register(input clk,rst,load,input[3:0]p_in,output [3:0] p_out);
  reg[3:0] mem;
  wire [3:0]d;
  assign d=load?p_in:mem;
  d_ff ff_0(.clk(clk),.rst(rst),.d(d[0]),.q(mem[0]));
  d_ff ff_1(.clk(clk),.rst(rst),.d(d[1]),.q(mem[1]));
  d_ff ff_2(.clk(clk),.rst(rst),.d(d[2]),.q(mem[2]));
  d_ff ff_3(.clk(clk),.rst(rst),.d(d[3]),.q(mem[3]));
  assign p_out=mem;
endmodule
--- design/flow/run.sh ---
#!/bin/bash
# OpenROAD 26Q1-2900-gdf79404cd8, Yosys 0.63+post, stock flow scripts
make -C /OpenROAD-flow-scripts/flow DESIGN_CONFIG=/design/flow/config.mk WORK_HOME=/design/flow/orfs finish
--- design/flow/config.mk ---
export PLATFORM = sky130hd
export DESIGN_NAME = PIPO_register
export DESIGN_NICKNAME = PIPO_register
export VERILOG_FILES = /design/flow/design.v
export SDC_FILE = /design/flow/constraint.sdc
export NUM_CORES = 4
export LEC_CHECK = 1
export CORE_AREA = 10 10 70 70
export DIE_AREA = 0 0 80 80
--- design/flow/constraint.sdc ---
current_design PIPO_register

set clk_period 1.0
set clk_io_pct 0.2

create_clock -name clk0 -period $clk_period [get_ports {clk}]

set non_clock_inputs [all_inputs -no_clocks]
set_input_delay [expr $clk_period * $clk_io_pct] -clock clk0 $non_clock_inputs
set_output_delay [expr $clk_period * $clk_io_pct] -clock clk0 [all_outputs]
==> qor.csv <==
stage,metric,value,unit
logic_synthesis,ys_sh_adder,0,%
clocking,path_clk_slew,0.03,ns
logic_synthesis,ys_sh_simple,8.82,%
detailed_routing,drt-initial-drc-count,2,
die,fp.coreArea,0.00342,mm²
clocking,cts_max_path_buffers,2,
hold_path,hold_depth,3,
worst_setup_path,end_kind,primary output,
worst_setup_path,cp_num_cells,1,
cells_and_area,lay_top_cells,"clkdlybuf4s50_1 (5), mux2i_1 (4), nor2_1 (4)",
cells_and_area,area_delta_synth_final,86.8,%
clocking,insertion_delay,0.23,ns
timing,finalSetupViolCount,0,
pwr,power,0.418,mW
die,die_w,80,µm
detailed_routing,wl,504,µm
global_route,overflow,0,
placed_design,placedCellCount,68,
logic_synthesis,synthesis.area,170,µm²
logic_synthesis,top_logic_kind,multiplexers,
clocking,htreeDepth,1,
timing,finClkSkew,0,ns
logic_synthesis,synth.avg_cell_area,10.0,µm²
pwr,powerDensity,1310,mW/mm²
logic_synthesis,ys_seq_elements,4,
logic_synthesis,ys_area,170,µm²
timing,rsz0062_at_grt,no,
logic_synthesis,postSynthSeqShare,47.1,%
logic_synthesis,compound_area_share,0,%
placed_design,numPortBuffers,10,
worst_setup_path,cp_top_family,flip-flops,
global_route,antenna_found_initial,0,
global_route,grt.total_usage,1.64,%
logic_synthesis,yosysUniqueCellTypes,5,
detailed_routing,wl_per_cell,7.10,µm
timing,hold_viol,0,
logic_synthesis,postSynthCellCount,17,
cells_and_area,lay_top_count,clkdlybuf4s50_1,
placed_design,gp_congestion,0.613,
worst_setup_path,crit_type,reg2out,
timing,fmax,1.04,GHz
logic_synthesis,ys_cells,17,
worst_setup_path,crit_chain,dlygate4sd2_1,
detailed_routing,drc,0,
clocking,clkSinkCount,4,
worst_setup_path,ff2ff_setup_slack,0.40,ns
hold_path,worst_hold_path_type,in2reg,
global_route,grt_pass1_wl,752,µm
cells_and_area,layout-drive-gt1-share,24.0,%
timing,tightestPinTransition,0.248,ns
pwr,ir_drop,0.146,mV
clocking,cts_buffers,3,
worst_setup_path,critPathSlowestCell,dfxtp_2,
pwr,p_leak,0.138,nW
detailed_routing,diodes,0,
die,io_pins,11,
detailed_routing,firstDrtPassIters,2,
timing,period_minus_slack,0.965,ns
cells_and_area,fin_area,318,µm²
timing,period_used_share,96.5,%
detailed_routing,dr_total_vias,130,
timing,final_max_slew_viol_count,0,
logic_synthesis,mux_area_share,23.5,%
die,fp_util,4.98,%
die,rows,21,
die,die_area,0.00640,mm²
worst_setup_path,cp_data_arrival_time,0.77,ns
clocking,cts_tree,done,
detailed_routing,final_antenna_net_count,0,
worst_setup_path,startpoint_type,register,
global_route,grt_max_degree,5,
logic_synthesis,ys.warnings.count,1,
job,tool_warnings,25,
job,cap_viol_max_count,0,
timing,hold_ws,0.406,ns
clocking,cts_resized,6,
worst_setup_path,slowest_delay,0.31,ns
detailed_routing,vias_per_cell,1.83,
worst_setup_path,critPathBufInv,1,
logic_synthesis,xor_area_share,0,%
placed_design,place_area,293,µm²
timing,relSlewSlack,83.4,%
status,status,"complete, no violations",
clocking,cts_hold_buf,0,
cells_and_area,finalNonFillerCells,71,
die,die.size.y,80,µm
cells_and_area,fin_util,9.30,%
clocking,cts_root_buffer,clkbuf_4,
clocking,cts_setup_buffers,0,
worst_setup_path,cp.required,0.80,ns
global_route,grt_pass1_vias,157,
worst_setup_path,crit_fanout,2,
worst_setup_path,rr_worst_depth,2,
[cells in the mapped netlist]
master	number	area, µm²
buf_4	4	30.0
clkbuf_2	1	5.00
dfxtp_1	4	80.1
nor2_1	4	15.0
mux2i_1	4	40.0
[final timing paths]
kind / startpoint / endpoint
min: load / ff_3.q
max reg2reg: ff_1.q / ff_1.q
min reg2reg: ff_3.q / ff_3.q
max: ff_3.q / p_out[3]
[area by class of cell]
cell class / count / area [µm²]
multi-input cells: 8 / 55.1
clock buffers: 3 / 22.5
well taps: 46 / 57.6
flip-flops and latches: 4 / 83.8
repair buffers: 10 / 98.8
fillers: 401 / 3100
[logic make-up (layout without fill, tap and decap cells)]
| logic type | count (synthesis) | in the layout |
|---|---|---|
| buffers and inverters | 5 | 13 |
| DFF | 4 | 4 |
| muxes | 4 | 4 |
| and+or+nand+nor | 4 | 4 |
[where the power goes]
group | switching (mW) | total, mW | internal [mW]
registers | 0.00421 | 0.176 | 0.172
clock network | 0.0552 | 0.189 | 0.133
logic | 0.0150 | 0.0532 | 0.0382
[per-stage QoR]
| step | TNS [ns] | worst slack [ns] |
|---|---|---|
| 2_1_floorplan | 0 | 0.322 |
| 5_1_grt | 0 | 0.000532 |
| 3_3_place_gp | -0.792 | -0.203 |
| 4_1_cts | 0 | 0.0141 |
| 6_report | 0 | 0.0346 |
| 3_5_place_dp | -0.830 | -0.215 |
[state kept, by name, summed over array words and instances, names as in the netlist]
register	count
ff_3.q	1
ff_1.q	1
ff_2.q	1
ff_0.q	1
[per-layer routing]
metal  global-route usage, %  vias to the layer above  wire length (µm)
met5                       0                        -                 0
met2                    3.05                        2               324
met1                    1.13                       59               131
li1                        -                       67                 -
met4                    1.06                        0                 9
met3                    1.14                        2                39
Power and IR drop assume default switching activity.
