==> flow/design.v <==
module clk_div#(parameter MAX_CNT=2_50_000)(
input clk_in,rst,
output reg clk_out
);
localparam WIDTH=$clog2(MAX_CNT);
reg  [WIDTH-1:0] count;  
initial begin
clk_out=0;
count=0;
end
always @ (posedge clk_in) begin
if (rst)begin
count<=0;
clk_out<=0;
end
else if (count==MAX_CNT-1)begin
count<=0;
clk_out <= (~clk_out);
end
else 
count<=count+1;
end
endmodule
==> flow/run.sh <==
#!/bin/bash
# OpenROAD 26Q1-2900-gdf79404cd8, Yosys 0.63+post, stock flow scripts
make -C /OpenROAD-flow-scripts/flow DESIGN_CONFIG=/design/flow/config.mk WORK_HOME=/design/flow/orfs finish
==> flow/config.mk <==
export PLATFORM = sky130hd
export DESIGN_NAME = clk_div
export DESIGN_NICKNAME = clk_div
export VERILOG_FILES = /design/flow/design.v
export SDC_FILE = /design/flow/constraint.sdc
export NUM_CORES = 4
export LEC_CHECK = 1
export CORE_AREA = 10 10 76 76
export DIE_AREA = 0 0 86 86
==> flow/constraint.sdc <==
current_design clk_div

set clk_period 3.9
set clk_io_pct 0.2

create_clock -name clk0 -period $clk_period [get_ports {clk_in}]

set non_clock_inputs [all_inputs -no_clocks]
set_input_delay [expr $clk_period * $clk_io_pct] -clock clk0 $non_clock_inputs
set_output_delay [expr $clk_period * $clk_io_pct] -clock clk0 [all_outputs]
==> flow_metrics.py <==
# Metrics from the implementation run
metrics = {
    "clock_network": {
        "cts_tree": "built",
        "h-tree-depth": 1,
        "postCtsHoldBufs": 0,
        "cts_root_buf": "clkbuf_8",
        "clock-sinks": 19,
        "cts_buffers": 3,
        "post_cts_resized": 0,
        "worstSkewPairLatency_ps": 250,
        "post_cts_buffers": 0,
        "clkTransAtPathRegs_ps": 70,
        "clock_tree.buffer_depth": 2,
    },
    "synthesis": {
        "synth_area_per_cell_sq_um": 8.98,
        "async_flop_share_pct": 0,
        "yosys_cells": 96,
        "common_cells": "22 x nor2_1, 19 x dfxtp_1, 14 x xnor2_1",
        "area_leaders": "dfxtp_1 44%, xnor2_1 14%, nor2_1 9.6%",
        "syn_inst": 96,
        "synth_chip_area_sq_um": 862,
        "synth_area_leader_cell": "dfxtp_1",
        "edf_count": 0,
        "numSynthFlops": 19,
        "yosysUniqueCellTypes": 24,
        "ys_seq_share_pct": 44.1,
        "flop_cell": "dfxtp_1",
        "top_area_share_pct": 44.1,
        "synthesis.area_sq_um": 862,
        "top_cell": "nor2_1",
        "yosysWarnings": 1,
    },
    "floorplan": {
        "io_pins": 3,
        "chip_area_sq_um": 7400,
        "row_count": 23,
        "initial_core_util_pct": 20.9,
        "die_h_microns": 86,
        "core_area_sq_um": 4120,
        "die_w_microns": 86,
    },
    "final_layout": {
        "drive_above_1_share_pct": 7.92,
        "logic_area_sq_um": 462,
        "area_growth_pct": 14.2,
        "flop_area_sq_um": 380,
        "n_fill_cell": 444,
    },
    "setup_path": {
        "critPathLaunch": "count[0]",
        "r2r_start": "count[0]",
        "endpoint_kind": "register",
        "crit_path_start_kind": "register",
        "rrSetupSlack_ps": 1870,
        "r2r-end": "count[11]",
        "path_max_fanout": 18,
        "slowest_delay_ps": 610,
        "reg2reg_depth": 5,
        "path_cells": "ha_1, nand4_1, nand4b_1, o21bai_2, nor2_1",
        "critical_path_class": "register to register",
        "crit_required_ps": 4010,
        "crit_slowest_cell": "o21bai_2",
        "cp.arrival_ps": 2140,
        "critPathCapture": "count[11]",
    },
    "pwr": {
        "p_seq_share_pct": 58.5,
        "cellInternalPower_w": 0.000273,
        "combPwrFrac_pct": 2.6,
        "p_total_w": 0.000343,
        "powerDensity_nw_per_um2": 348,
        "p_clk_share_pct": 38.9,
        "p_leak_nw": 0.283,
        "swShare_pct": 20.3,
        "ir_worst_vdd_mv": 0.147,
        "power_switching_w": 0.0000696,
    },
    "routing": {
        "drcViolationCount": 0,
        "routedWlPerCell_microns": 9.35,
        "via_per_inst": 4.29,
        "drt-total-wl_mm": 1.41,
        "diodes": 0,
        "dr_total_vias": 648,
        "first_iter_violations": 40,
        "ant_nets": 0,
        "drt_pass1_iterations": 4,
    },
    "sta": {
        "finalHoldViolCount": 0,
        "finalSetupTns_ps": 0,
        "fin_crit_ps": 2030,
        "max_freq_mhz": 493,
        "maxSlewHeadroom_pct": 52.1,
        "finalCritPeriodShare_pct": 52.0,
        "rsz0062_at_grt": "false",
        "final-max-slew-violation-count": 0,
        "worst_pin_slew_ps": 719,
        "setup_viol": 0,
        "clock_skew_ps": 4.04,
    },
    "job": {
        "tool_warnings": 25,
        "maxCapViolCount": 0,
    },
    "global_routing": {
        "grt_pass1_wl_mm": 2.59,
        "first_global_vias": 609,
        "grt_max_degree": 19,
        "antenna_found_initial": 0,
        "grt_overflow": 0,
        "track_usage_pct": 4.13,
    },
    "outcome": {
        "outcome": "finished clean",
    },
    "placement": {
        "hpwl_mm": 1.03,
        "gp_congestion": 0.845,
        "io_buffers": 2,
    },
    "hold_path": {
        "hp-class": "register to register",
    },
}
==> cells in the final DEF (no fill, tap or decap), types with 2 or more instances in the layout <==
cell type        instances
clkdlybuf4s50_1          2
xnor2_1                 14
clkbuf_8                 3
nand3_1                  5
nand4_1                  5
nand2_1                  3
nor4_1                   6
dfxtp_1                 19
nor2_1                  22
nor3_1                   2
a21oi_1                  2
inv_1                    4
==> kinds of logic after synthesis <==
group	share of synthesized area, %
AOI/OAI and AO/OA	3.92
xor gates and xnor gates	15.2
adders and majority gates	1.45
buffers and inverters	2.32
DFF	44.1
and+or+nand+nor	32.9
==> flip-flops by register name, summed over array words and instances, names as in the netlist <==
signal   cells
clk_out      1
count       18
==> power by group through the flow <==
stage	logic (W)	registers (W)	clock network, W
global route	0.0000105	0.000201	0.000145
finish	0.00000892	0.000200	0.000133
CTS	0.00000918	0.000200	0.000139
==> layout make-up <==
cell class	instances	share of cell area [%]
clock buffers	4	4.57
inverters	4	1.52
multi-input cells	72	46.9
flip-flops and latches	19	38.6
well taps	50	6.35
repair buffers	2	2.03
==> routing by layer <==
| layer | up-vias | track usage [%] | routed length, microns |
|---|---|---|---|
| met5 | - | 0 | 0 |
| met4 | 0 | 0.299 | 10 |
| met3 | 2 | 2.00 | 93 |
| met2 | 12 | 6.36 | 615 |
| met1 | 294 | 5.33 | 691 |
| li1 | 340 | - | - |
==> worst max-delay path: cells and delay by family, from the launching register on <==
family	cells	cell delay [ps]
AND-OR/OR-AND	1	610
adder cells (fa/ha/maj)	1	230
flip-flops	1	410
AND/OR/NAND/NOR	3	650
==> worst min-delay path by stage <==
stage         depth (start not counted)  startpoint        end
finish                                2   count[17]  count[17]
global route                          2     clk_out    clk_out
CTS                                   2   count[17]  count[17]
==> stage by stage <==
stage | hold WS (ps) | util (%) | instances | cell area, sq um | setup slack (ps)
floorplan | 439 | - | 96 | 862 | 2180
global placement | 474 | 22.8 | 147 | 940 | 1900
detailed placement | 469 | 22.8 | 147 | 940 | 1850
CTS | 492 | 23.9 | 151 | 985 | 1860
global route | 523 | 23.9 | 151 | 985 | 1630
finish | 489 | 23.9 | 151 | 985 | 1870
Power is estimated from default activity; no workload was simulated.
